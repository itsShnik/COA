--- config.mk ---
export PLATFORM = sky130hd
export DESIGN_NAME = arrayMultiplierSigned
export DESIGN_NICKNAME = arrayMultiplierSigned
export VERILOG_FILES = /design/flow/design.v
export SDC_FILE = /design/flow/constraint.sdc
export NUM_CORES = 4
export LEC_CHECK = 1
export CORE_UTILIZATION = 30
--- constraint.sdc ---
current_design arrayMultiplierSigned

set clk_period 39.8
set clk_io_pct 0.2

create_clock -name clk0 -period $clk_period

set non_clock_inputs [all_inputs -no_clocks]
set_input_delay [expr $clk_period * $clk_io_pct] -clock clk0 $non_clock_inputs
set_output_delay [expr $clk_period * $clk_io_pct] -clock clk0 [all_outputs]
--- design.v ---
`timescale 1ns / 1ps
module arrayMultiplier(a,b,y
    );     
	parameter w = 32;       
	input [w-1:0] a, b;             
	output [(2*w)-1:0] y  ;           
	wire [(2*w*w)-1:0] p;         
	genvar i;        
	assign p[(2*w)-1 : 0] = a[0] ? b : 0;   
	generate            
		for (i = 1; i < w; i = i+1)       
			begin    : mult    
				 assign p[(w*(4+(2*(i-1))))-1 : (w*2)*i] = (a[i]?b<<i :0) + p[(w*(4+(2* 
					 (i-2))))-1 :(w*2)*(i-1)];       
			end     
	endgenerate          
	assign y=p[(2*w*w)-1:(2*w)*(w-1)];      
endmodule
`timescale 1ns / 1ps
module arrayMultiplierSigned(
	input[31:0] a,
	input[31:0] b,
	output[63:0]p
    );    
	wire[63:0] out;
	reg[31:0]rega, regb;
	wire [31:0]multa, multb;
	reg sign; 		 
	assign multa = rega;
	assign multb = regb;
	always @(*)
	begin
		if ( a[31] == 1 )		 
		begin
			rega = -a;			 
			if ( b[31] == 1)  
			begin
				regb = -b;		 
				sign = 0;		
			end
			else 
			begin
				regb = b;		 
				sign = 1;
			end
		end
		else 						 
		begin
			rega = a;			 
			if ( b[31] == 1) 
			begin
				regb = -b;		 
				sign = 1;
			end
			else 
			begin
				regb = b;		 
				sign = 0;
			end
		end
	end
	arrayMultiplier a1(.a(multa),.b(multb), .y(out));
	assign p = (sign)? -out : out;
endmodule
--- run.sh ---
#!/bin/bash
# OpenROAD 26Q1-2900-gdf79404cd8, Yosys 0.63+post, stock flow scripts
make -C /OpenROAD-flow-scripts/flow DESIGN_CONFIG=/design/flow/config.mk WORK_HOME=/design/flow/orfs finish
==> flow_summary.yaml <==
# flow metrics
sta:
  finalWorstSetupSlack_ns: 9.996
  hold_violations: 0
  drv_slew: 0
  period_used_share: 0.7488
  slew-limit-headroom: 0.3615
  fmax_ghz: 0.03355
  finalSetupViolCount: 0
  final.setup.tns_ns: 0
  tightestPinTransition_ns: 0.9545
  period_needed_ns: 29.80
  rsz0062_at_grt: "false"
synth:
  synth_area_um2: 35350
  synth.area.top_cells: "fa_1 (51%), ha_1 (9.2%), nand2_1 (8.7%)"
  syn_avg_cell_area_um2: 8.489
  yosysSeqAreaShare: 0
  ys_cells: 4164
  ys_chip_area_um2: 35350
  top_cell_area_share: 0.5108
  yosysWarnings: 1
  synth_cells: 4164
  top_area_cell: "fa_1"
  synth_cell_types: 87
clocking:
  cts_hold_buf: 0
  postCtsSetupBuffers: 0
  cts_resized: 0
worst_setup_path:
  cp_max_fo: 21
  cpMaxStageDelayCell: "a21boi_0"
  start_kind: "input port"
  required_ns: 31.84
  arrival_ns: 21.84
  cp-end-kind: "output port"
  crit_type: "in -> out"
  max_stage_delay_ns: 0.69
  cpMostUsedCell: "fa_1"
  crit_family: "simple AND/OR/NAND/NOR gates"
  startpoint: "b[0]"
  critPathBufInv: 10
finish:
  final_cell_mix: "fa_1 (902), nand2_1 (822), inv_1 (810)"
  nClkBuffers: 0
  ff_latch_area_um2: 0
  layout_top_cell: "fa_1"
  flop-count: 0
  synthToLayoutAreaGrowth_pct: 10.65
  drive_above_1_share: 0.05242
floorplan:
  die_y_um: 345.3
  rows: 125
  io_pins: 128
  fp.dieW_um: 345.3
  core-area_um2: 116500
  chipArea_um2: 119200
  initCoreUtil: 0.3034
grt:
  grt_max_degree: 37
  grt_pass1_vias: 30650
  grtUsageTotal: 0.2232
  grt_pass1_wl_um: 189900
  antenna_found_initial: 4
  overflow: 0
detailed_routing:
  post_drt_wl_per_cell_um: 21.72
  vias: 29300
  drt_first_pass_iters: 5
  wl_um: 124800
  route.detailed.drc: 0
  avgViaCountPerCell: 5.099
  ant_nets: 0
  initialDrtViolationCount: 1635
power:
  leakage_nw: 19.05
  peakVddDrop_mv: 2.140
  p_sw_frac: 0.5894
  p_int_mw: 12.66
  switchingPower_mw: 18.18
  powerDensity_nw_per_um2: 788.3
placement:
  hpwlAfterDp_um: 97120
  routabilityCongestion: 0.9758
  post-place-ws_ns: 10.19
  io_buffer_count: 128
worst_hold_path:
  hp-class: "in -> out"
  min_from: "a[0]"
flow_run:
  cap_viol_max_count: 0
  tool_warnings: 32
status:
  status: "complete, no violations"
-- Yosys cell counts (all sizes together) (10+ instances only) --
library cell,n
nor3,34
ha,260
nand2b,16
or3,20
a31oi,12
o21bai,10
a21o,13
and2,55
nand4,41
buf,26
o21a,12
xor2,83
clkbuf,175
a211oi,15
nor2,360
nor4,13
inv,810
or4,18
nand3,20
o31ai,19
o21ai,90
fa,902
xnor2,126
a21oi,99
nand2,823
-- per-stage QoR --
step	total power [mW]	hold slack, ns	std cells	cell area, µm²	util
2_1_floorplan	18.87	16.01	4164	35350	-
3_3_place_gp	30.72	17.24	5740	39100	0.3356
3_5_place_dp	30.50	17.24	5740	39100	0.3356
4_1_cts	30.77	17.25	5740	39100	0.3356
5_1_grt	33.53	17.31	5742	39110	0.3356
6_report	30.84	17.26	5746	39120	0.3357
-- worst paths after layout --
path,endpoint,slack [ns],cells after the start
worst max-delay path,p[60],10.0,41
worst min-delay path,p[0],17.26,5
-- per-layer routing --
layer	GRT usage	up-vias	wire, µm
li1	-	12660	-
met3	0.1391	267	19730
met5	0.008804	-	48
met4	0.07097	2	5015
met2	0.3199	1597	54440
met1	0.2801	14770	45580
-- cell type report --
class / instances / area, µm²
Inverter: 811 / 3044
Antenna cell: 6 / 15.01
Multi-Input combinational cell: 3152 / 31940
Tap cell: 1524 / 1907
Timing Repair Buffer: 253 / 2210
Fill cell: 11920 / 77400
-- tightest hold or removal path: stages --
cell and delay, ns:
clkdlybuf4s50_1 0.40, buf_4 0.21, nand2_1 0.19, inv_1 0.08
clkdlybuf4s50_1 0.44
-- logic make-up (layout without fill, tap and decap cells) --
| family | after synthesis | after routing | share of synthesized area |
|---|---|---|---|
| buffers and inverters | 1012 | 1064 | 0.1088 |
| xor gates and xnor gates | 209 | 209 | 0.05199 |
| muxes | 5 | 5 | 0.001451 |
| and+or+nand+nor | 1442 | 1442 | 0.1736 |
| AOI/OAI and AO/OA | 334 | 334 | 0.06127 |
| adders and majority gates | 1162 | 1162 | 0.6028 |
| other | 0 | 6 | 0 |
-- power by group through the flow --
| stage | Combinational, mW | Sequential (mW) | Clock [mW] |
|---|---|---|---|
| CTS | 30.8 | 0 | 0 |
| global route | 33.5 | 0 | 0.00000000469 |
Power and IR drop assume default switching activity.

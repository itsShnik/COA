===== design/flow/run.sh =====
#!/bin/bash
# OpenROAD 26Q1-2900-gdf79404cd8, Yosys 0.63+post, stock flow scripts
make -C /OpenROAD-flow-scripts/flow DESIGN_CONFIG=/design/flow/config.mk WORK_HOME=/design/flow/orfs finish

===== design/flow/config.mk =====
export PLATFORM = sky130hd
export DESIGN_NAME = dummy_mem_data
export DESIGN_NICKNAME = dummy_mem_data
export VERILOG_FILES = /design/flow/design.v
export SDC_FILE = /design/flow/constraint.sdc
export NUM_CORES = 4
export LEC_CHECK = 1
export CORE_UTILIZATION = 50

===== design/flow/constraint.sdc =====
current_design dummy_mem_data

set clk_period 4.2
set clk_io_pct 0.2

create_clock -name clk0 -period $clk_period [get_ports {clka}]

set non_clock_inputs [all_inputs -no_clocks]
set_input_delay [expr $clk_period * $clk_io_pct] -clock clk0 $non_clock_inputs
set_output_delay [expr $clk_period * $clk_io_pct] -clock clk0 [all_outputs]

===== design/flow/design.v =====
`timescale 1ns / 1ps
module dummy_mem_data(
	input clka,
	input wea,
	input [4:0] addra,
	input [31:0] dina,
	output reg[31:0] douta
    );
	reg[31:0] data_mem [31:0];
	initial 
	begin
		data_mem[0] = 1;
		data_mem[1] = 2;
		data_mem[2] = 3;
		data_mem[3] = 4;
		data_mem[4] = 5;
		data_mem[5] = 1;
		data_mem[6] = 0;
		data_mem[7] = 0;
		data_mem[8] = 0;
		data_mem[9] = 0;
		data_mem[10] = 0;
		data_mem[11] = 0;
		data_mem[12] = 0;
		data_mem[13] = 0;
		data_mem[14] = 0;
		data_mem[15] = 0;
		data_mem[16] = 0;
		data_mem[17] = 0;
		data_mem[18] = 0;
		data_mem[19] = 0;
		data_mem[20] = 0;
		data_mem[21] = 0;
		data_mem[22] = 0;
		data_mem[23] = 0;
		data_mem[24] = 0;
		data_mem[25] = 0;
		data_mem[26] = 0;
		data_mem[27] = 0;
		data_mem[28] = 0;
		data_mem[29] = 0;
		data_mem[30] = 0;
		data_mem[31] = 0;
	end
	always @ (*)
	begin
		if(wea == 0)	douta = data_mem[addra];
	end
	always @ (negedge clka)
	begin
		if(wea == 1)	data_mem[addra] = dina;
	end
endmodule

==> summary.rpt <==
PHYSICAL IMPLEMENTATION REPORT
----------------------------------------------------
[Status]
  Result of the run ........................ finished with violations
  Violations in the final reports ........................ setup timing

[Floorplanning]
  Rows ........................ 102
  I/O Pins ........................ approximately 70
  Die Y ........................ between 200 and 300 um
  Starting utilization of the core area ........................ 50.8%
  Horizontal die size ........................ 283 um
  Placeable Area ........................ 0.0778 mm2
  Chip area ........................ 0.0802 mm2

[Global route]
  Number of global-route vias before repair ........................ 26300
  Initial antenna violation count ........................ 3
  Wire length of the first global-routing pass ........................ 149000 um
  Grt ovf ........................ 0
  Total Routing Usage GR ........................ between 20 and 30%
  Largest net degree at the start of global routing ........................ just under 100

[Timing]
  Final number of hold-violating endpoints ........................ 0
  Register pins left without a clock ........................ 32
  Slew Limit Fails ........................ 0
  Unrepaired setup endpoints after global routing ........................ true
  Worst slew margin relative to its limit ........................ 31.7%
  Worst slew pin tran ........................ slightly above 1000 ps
  Endpoints failing setup ........................ 6
  Number of unconstrained endpoints ........................ 64
  Total negative setup slack ........................ -20.5 ps
  Post-route worst setup slack ........................ -4.71 ps
  Worst Hold Margin ........................ 3010 ps

[Power and ir drop]
  Maximum vdd drop ........................ ~0.37 mV
  Share of total power consumed by net switching ........................ 26.6%
  Psw ........................ between 0.007 and 0.008 W
  Static leakage power ........................ 22.0 nW
  Power per unit of standard cell area ........................ a little over 500 mW/mm2
  Logic gate share of total power ........................ 4.5%
  Reg power frac ........................ 43.7%
  Total internal power ........................ 0.0194 W
  Fraction of power consumed by the clock network ........................ between 50% and 60%

[Placement]
  Detailed Place HPWL ........................ 62100 um
  Final weighted congestion in routability-driven placement ........................ 0.967
  Number of buffer cells added on primary ports ........................ 70
  Number of cells in the design after placement ........................ 3256

[CTS]
  Root Buffer ........................ sky130_fd_sc_hd__clkbuf_16
  Post-CTS Hold Fix Bufs ........................ 0
  Clock-pin slew of the registers on the worst-case setup and hold paths ........................ 30 ps
  Number of buffers on the longest clock path ........................ 3
  Inserted Clock Buffers ........................ 108
  Deepest level of the CTS H-tree ........................ 3
  TritonCTS clock tree ........................ done

[Flow run]
  Max-capacitance violation count ........................ 0
  Warning total across the stage logs ........................ 1029

[Setup path]
  Element type at the critical path start ........................ primary input
  Endpoint type of the worst setup path ........................ flop
  Setup Crit Path Kind ........................ primary input to flop
  WP data required ........................ 2470 ps
  Data arrival, critical path ........................ 2470 ps
  Worst-path maximum fanout ........................ 13

[Final layout]
  Leading cell types in the layout, fill and taps excluded ........................ sky130_fd_sc_hd__inv_1 (1043), sky130_fd_sc_hd__edfxtp_1 (1024), sky130_fd_sc_hd__mux2i_1 (512)
  Synth-to-layout area growth ........................ 29.6%
  Flop area ........................ 0.0312 mm2
  Share of cells above drive strength 1 ........................ 11.8%
  Combined area of the multi-input logic cells ........................ 0.00800 mm2
  Fill cell count ........................ 5161
  Most numerous logic cell after layout ........................ sky130_fd_sc_hd__inv_1
  Finished Layout Cells ........................ 4487
  Post-route core utilization ........................ between 60% and 70%

[Hold path]
  Hold Crit Start ........................ addra[1]
  Kind of path behind the tightest hold check ........................ primary input to flop
  Sink of the worst hold path ........................ data_mem[24][23]$_DFFE_NP_
  Number of instances on the worst hold path ........................ 4

[Routing]
  Antenna diode instance count ........................ 0
  Detailed Route WL ........................ 101000 um
  Drt pass-1 iters ........................ 5
  Total vias in the final route ........................ 23600
  Number of design-rule violations left by the first detailed-router iteration ........................ 1317
  Vias per cell ........................ ~5.3
  Count of nets left with antenna violations after detail routing ........................ 0
  Average wire per standard cell ........................ 22.6 um
  Drc violations ........................ 0

[Yosys]
  Share of flip-flops with an asynchronous set or reset after synthesis ........................ 0%
  Mean cell area of the mapped netlist ........................ 18.7 um2
  Number of flops mapped to enable cells by yosys ........................ 1024
  Number of cells in the yosys synthesis report ........................ 2108
  Chip area estimate from yosys synthesis ........................ 0.0395 mm2
  Distinct cell type count of the synthesized netlist ........................ 24
  Number of storage elements in the synthesis netlist ........................ 1056
  Dominant Register Cell ........................ sky130_fd_sc_hd__edfxtp_1
  Yosys warning tally ........................ 1
  Netlist Area Pre-Place ........................ 0.0395 mm2
  Number of standard cells after synthesis ........................ 2108

----------------------------------------------------
==> flip-flops by register name, summed over array words and instances, names as in the netlist <==
register  cells
douta        32
data_mem   1024
==> per-stage QoR <==
step / instance area [um2] / total power [W] / worst slack [ps]
after floorplan: 39800 / 0.0136 / -1150
after global placement: 43400 / 0.0143 / -758
after detailed placement: 43400 / 0.0143 / -749
after CTS: 51100 / 0.0268 / 10.6
after global routing: 51200 / 0.0281 / -30.9
final: 51200 / 0.0264 / -4.71
==> power groups by stage <==
stage     clock, W  sequential [W]  combinational (W)
4_1_cts     0.0141          0.0115            0.00119
5_1_grt     0.0153          0.0115            0.00127
6_report    0.0137          0.0115            0.00119
==> kinds of logic (layout without fill, tap and decap cells) <==
logic type | after synthesis | after routing | share of synthesized area, %
latches | 32 | 32 | 1.22
compound gates | 256 | 256 | 4.08
simple gates | 157 | 157 | 2.24
buf+inv | 127 | 1466 | 1.68
flops | 1024 | 1024 | 77.8
mux | 512 | 512 | 13.0
==> per-layer routing <==
metal	GRT usage (%)	vias to the layer above	wire [um]
met1	36.8	11200	35500
met3	21.9	162	15100
met4	11.5	8	2660
met5	2.92	-	327
met2	38.4	1142	47700
li1	-	11100	-
==> worst max-delay path by stage <==
| stage | startpoint | endpoint | slack [ps] | depth (start not counted) |
|---|---|---|---|---|
| global route | addra[3] | data_mem[23][11]$_DFFE_NP_ | -30 | 8 |
| CTS | addra[0] | data_mem[12][21]$_DFFE_NP_ | 10 | 5 |
| finish | addra[3] | data_mem[23][4]$_DFFE_NP_ | -5 | 8 |
==> area by class of cell <==
cell class                      count  area share (%)
Timing Repair Buffer              242            5.93
Sequential cell                  1056            61.0
Multi-Input combinational cell    925            15.6
Tap cell                         1040            2.54
Clock buffer                      109            5.32
Clock inverter                   1115            9.62
==> timing repair <==
action                                  4_1_cts  5_1_grt
cloned                                        0        4
endpoints found under the setup margin       56      277
gates resized                                 3        3
pin swaps                                     2        2
setup buffers                                 0        4
==> critical path, stage by stage <==
cell and delay (ps):
sky130_fd_sc_hd__clkdlybuf4s50_1 470, sky130_fd_sc_hd__buf_6 180, sky130_fd_sc_hd__buf_4 160, sky130_fd_sc_hd__nand3b_1 200, sky130_fd_sc_hd__buf_4 200, sky130_fd_sc_hd__nor2_4 100
sky130_fd_sc_hd__buf_12 140, sky130_fd_sc_hd__clkbuf_16 150
==> cell usage after synthesis, drive strengths merged, types with 3 or more instances <==
master      n  area [um2]
nand4bb     6        67.6
o22ai     256        1610
dlxtn      32         480
or3b        3        26.3
nor3        4        20.0
nand4b      4        35.0
or4b        4        40.0
nand3b      4        30.0
nor2       29         109
clkbuf     30         113
edfxtp   1024       30700
nor4       64         400
mux2i     512        5120
buf        96         548
nand2      34         128
No activity file was given, so power comes from the tool's default toggle rates.

--- run.sh ---
#!/bin/bash
# OpenROAD 26Q1-2900-gdf79404cd8, Yosys 0.63+post, stock flow scripts
make -C /OpenROAD-flow-scripts/flow DESIGN_CONFIG=/design/flow/config.mk WORK_HOME=/design/flow/orfs finish
--- config.mk ---
export PLATFORM = sky130hd
export DESIGN_NAME = Registers
export DESIGN_NICKNAME = Registers
export VERILOG_FILES = /design/flow/design.v
export SDC_FILE = /design/flow/constraint.sdc
export NUM_CORES = 4
export LEC_CHECK = 1
export CORE_UTILIZATION = 40
--- constraint.sdc ---
current_design Registers

set clk_period 7.4
set clk_io_pct 0.2

create_clock -name clk0 -period $clk_period [get_ports {clk}]

set non_clock_inputs [all_inputs -no_clocks]
set_input_delay [expr $clk_period * $clk_io_pct] -clock clk0 $non_clock_inputs
set_output_delay [expr $clk_period * $clk_io_pct] -clock clk0 [all_outputs]
--- design.v ---
`timescale 1ns / 1ps
module Registers(
    input [4:0] r1,		 
    input [4:0] r2,		 
    input [4:0] r3,		 
	 input [31:0] r3_value,		 
    input clk,	
    input writeEnable,  
	 input raWrite,				 
	 input [31:0]ra_value,				 
	 input [31:0] hi,
	 input [31:0] lo,
	 input isMult,
	 input memToReg,
    output [31:0] r1_value,	 
    output [31:0] r2_value,		 
	 output [31:0] ra_read_value 		 
    );
	reg [31:0] registers[31:0];
	reg[31:0] r1_val_reg,r2_val_reg,ra_val_reg;
	assign r1_value = r1_val_reg;
	assign r2_value = r2_val_reg;
	assign ra_read_value = ra_val_reg;
	reg [31:0] high,loow;
	initial begin
		registers[0] = 0;
		registers[1] = 0;
		registers[2] = 0;
		registers[3] = 0;
		registers[4] = 0;
		registers[5] = 0;
		registers[6] = 0;
		registers[7] = 0;
		registers[8] = 0;
		registers[9] = 0;
		registers[10] = 0;
		registers[11] = 0;
		registers[12] = 0;
		registers[13] = 0;
		registers[14] = 0;
		registers[15] = 0;
		registers[16] = 0;
		registers[17] = 0;
		registers[18] = 0;
		registers[19] = 0;
		registers[20] = 0;
		registers[21] = 0;
		registers[22] = 0;
		registers[23] = 0;
		registers[24] = 0;
		registers[25] = 0;
		registers[26] = 0;
		registers[27] = 0;
		registers[28] = 0;
		registers[29] = 0;
		registers[30] = 0;
		registers[31] = 0;
	end
	always @ (negedge clk)
	begin
		if(writeEnable == 1 && isMult == 0)
		begin
			if(memToReg == 0) registers[r1]=r3_value;		 
			else registers[r2] = r3_value;			 
		end
		 if( raWrite == 1)			 
			registers[5'b00101] = ra_value;
		 if( isMult == 1)			 
			begin
				registers[5'b10100] = lo;
			end
	end
	always @ (clk)
	begin
			r1_val_reg<=registers[r1];		 
			r2_val_reg<=registers[r2];		 
			ra_val_reg <= registers[5'b00101]; 	 
			high <= registers[5'b10011];
			loow <= registers[5'b10100];
	end
endmodule
==> impl_metrics.ini <==
; synthesis and place-and-route metrics
[outcome]
status = finished with violations
violations = setup timing

[grt]
grt_antenna_before_repair = 2
grt_pass1_vias = 38592
grt_pass1_wl_um = 225600
grt_use_total = 0.2633
grt-ovfl-total = 0
grt_max_degree = 99

[flow_run]
warnings = 1067
cap_viol_max_count = 0

[critical_path]
setup.worst_path.class = register to output port
end_kind = output port
start_kind = register
required_ns = 5.92
crit_arrival_ns = 6.02
path_max_fanout = 2

[logic_synthesis]
ys_area_um2 = 49480
ys_cells = 3475
compound_area_frac = 0.08074
synth_area_um2 = 49480
mux_share = 0.2221
ys_warn_count = 1
ys.flops = 1024
topCombFamilyByArea = multiplexers
synth-seq-area-share = 0.6215
netlist_instances = 3475
syn_avg_cell_area_um2 = 14.24
ys_sh_xor = 0
yosysUniqueCellTypes = 32
simple_gate_area_frac = 0.04665
fa_ha_area_frac = 0

[layout]
finalNonFillerCells = 6560
final_area_um2 = 64750
comb_area_um2 = 19300
regArea_um2 = 30750
fill_cells = 9763
largest_reg_flops = 1024
drive_above_1_share = 0.1660
syn2layout_area_growth_pct = 30.86

[power_and_ir_drop]
power.density_nw_per_um2 = 247.6
ir_drop_mv = 0.2056
leakage_nw = 28.02

[sta]
holdWs_ns = 4.001
hold_viol = 0
setup_ws_ns = -0.1043
grt_setup_unrepaired = yes
slew_headroom = 0.4242
worstMarginPinSlew_ns = 0.8606
finalSetupViolations = 19
slew_viol_final = 0

[detailed_routing]
wl_per_cell_um = 23.45
drtAntennaViolNets = 0
routed_via_density = 5.429
drt_iter0_markers = 1950
vias = 35617
first_pass_iters = 6
wirelength_um = 153800
drcViolationCount = 0

[clock_tree]
clockRootBuffer = clkbuf_16
cts_sinks = 1024
cts.htree.levels = 3
clk_pin_slew_ns = 0.03
numCtsBuffers = 116
cts_tree = yes
ctsLongestPathBuffers = 3

[die]
chipArea_um2 = 125100
io_pins = 244
die_h_um = 353.7
fp-row-count = 128
core_um2 = 122200
fp_util = 0.4049
dieWidth_um = 353.7

[placed_design]
dp_hpwl_um = 91990
dpl-instance-area_um2 = 55470
gp_congestion = 0.8795
placed_cells = 5297
port-buffer-count = 206

[min_path]
holdCritStartpoint = r2[0]
holdPathEnd = r2_value[7]
min_path_cells = 8
hold_path.class = primary input to output port
[per-layer routing]
layer	routed length, um	global-route usage	vias up
met3	22830	0.1969	178
li1	-	-	16483
met1	59610	0.3383	17280
met2	68810	0.3567	1674
met5	48	0.003019	-
met4	2519	0.08260	2
[through the flow]
step | TNS, ns | util | power (mW) | worst slack [ns]
final | -0.9044 | 0.5299 | 16.03 | -0.1043
after global routing | -5.188 | 0.5298 | 17.03 | -0.2159
after CTS | -2.024 | 0.5279 | 16.22 | -0.1619
after detailed placement | -146.40 | 0.4539 | 9.101 | -0.2780
after global placement | -129.01 | 0.4539 | 9.093 | -0.2428
after floorplan | -276.77 | - | 8.350 | -0.5006
[cell type report]
| cell class | count | share of cell area |
|---|---|---|
| Sequential cell | 1024 | 0.4749 |
| Antenna cell | 1 | 0.00003865 |
| Multi-Input combinational cell | 2188 | 0.2981 |
| Tap cell | 1625 | 0.03140 |
| Clock inverter | 1122 | 0.07138 |
| Clock buffer | 118 | 0.04561 |
| Timing Repair Buffer | 482 | 0.07853 |
[cells by family (layout without fill, tap and decap cells)]
| kind of cell | count (synthesis) | in the layout |
|---|---|---|
| and+or+nand+nor | 513 | 513 |
| buffers and inverters | 263 | 1722 |
| muxes | 1090 | 1090 |
| other | 0 | 1 |
| AOI/OAI and AO/OA | 585 | 585 |
| DFF | 1024 | 1024 |
[where the power goes]
part           switching (mW)  internal [mW]
clock                    3.67           4.00
sequential             0.0593           6.62
combinational            1.00          0.682
[cells in the mapped netlist, drive strengths merged]
cell | number | area share
and2 | 2 | 0.00025
nand3 | 197 | 0.020
mux2i | 1026 | 0.21
and3 | 2 | 0.00030
buf | 185 | 0.023
a211o | 2 | 0.00038
o21bai | 1 | 0.00023
mux2 | 64 | 0.015
nand2b | 4 | 0.00051
edfxtp | 1024 | 0.62
nor2b | 4 | 0.00051
a211oi | 2 | 0.00030
nor3 | 64 | 0.0065
a31oi | 65 | 0.0082
inv | 1 | 0.000076
a21oi | 193 | 0.020
a22o | 128 | 0.023
clkbuf | 77 | 0.0058
nor2 | 35 | 0.0027
o21ai | 1 | 0.00010
a21bo | 1 | 0.00020
nand2 | 199 | 0.015
or3 | 3 | 0.00048
a22oi | 192 | 0.029
or2 | 2 | 0.00025
nor3b | 1 | 0.00015
[how the worst max path moves through the flow]
| stage | from | end |
|---|---|---|
| CTS | registers[5][3] | r2_value[3] |
| global route | registers[5][28] | r1_value[28] |
| finish | registers[5][28] | r1_value[28] |
[what timing repair did]
action	CTS	global route
buffers inserted	61	1
cloned	0	0
resized	435	74
hold buffers	0	0
pin swaps	116	97
endpoints found under the setup margin	64	64
[critical path, cell delays in order, from the launching register on]
cell and delay [ns]:
edfxtp_1 0.41, buf_6 0.15, mux2i_2 0.14, a22o_1 0.19, nor3_2 0.05, buf_4 0.20, a31oi_4 0.22, nand3_2 0.14
buf_2 0.14
[placed cells by master, fill, tap and decap left out, drive strengths merged, types with 65 or more instances in the layout]
cell type	instances
inv	1075
mux2i	1026
edfxtp	1024
buf	332
nand2	199
nand3	197
a21oi	193
a22oi	192
clkdlybuf4s50	138
a22o	128
clkbuf	128
a31oi	65
Power figures rest on the tool's default switching activity, not on a simulated workload.
